==> ./config.mk <==
export PLATFORM = sky130hd
export DESIGN_NAME = InterruptSystem
export DESIGN_NICKNAME = InterruptSystem
export VERILOG_FILES = /design/flow/design.v
export SDC_FILE = /design/flow/constraint.sdc
export NUM_CORES = 4
export LEC_CHECK = 1
export CORE_UTILIZATION = 50
==> ./constraint.sdc <==
current_design InterruptSystem

set clk_period 9.1
set clk_io_pct 0.2

create_clock -name clk0 -period $clk_period [get_ports {clk}]

set non_clock_inputs [all_inputs -no_clocks]
set_input_delay [expr $clk_period * $clk_io_pct] -clock clk0 $non_clock_inputs
set_output_delay [expr $clk_period * $clk_io_pct] -clock clk0 [all_outputs]
==> ./design.v <==
module InterruptEncoder (
	DSI_req, ISI_req, ITLB_req, DTLB_req,
	DEV0_req, DEV1_req, progErr_req, SC_req,
	DSI_ack, ISI_ack, ITLB_ack, DTLB_ack,
	DEV0_ack, DEV1_ack, progErr_ack, SC_ack,
	ack, MSR_EE, progErrCode, excepCode,
	clk, rst
);
	input DSI_req;
	input ISI_req;
	input ITLB_req;
	input DTLB_req;
	input DEV0_req;
	input DEV1_req;
	input progErr_req;
	input SC_req;
	output SC_ack;
	output progErr_ack;
	output DEV1_ack;
	output DEV0_ack;
	output DTLB_ack;
	output ITLB_ack;
	output ISI_ack;
	output DSI_ack;
	input ack;
	input MSR_EE;
	input [2:0] progErrCode;
	output [5-1:0] excepCode;
	input clk, rst;
	wire illegalError, privelegeError, isTraped;
	assign {illegalError, privelegeError, isTraped} = progErrCode;
	reg [5-1:0] excepCode_in;
	always @(*) begin
		if (DSI_req) begin
			excepCode_in <= 5'd1;
		end
		else if (DTLB_req) begin
			excepCode_in <= 5'd4;
		end
		else if (progErr_req) begin
			if (privelegeError)
				excepCode_in <= 5'd10;
			else if (illegalError)
				excepCode_in <= 5'd11;
			else
				excepCode_in <= 5'd9;
		end
		else if (SC_req) begin
			excepCode_in <= 5'd6;
		end
		else if (ISI_req) begin
			excepCode_in <= 5'd2;
		end
		else if (ITLB_req) begin
			excepCode_in <= 5'd3;
		end
		else if (DEV0_req && MSR_EE) begin
			excepCode_in <= 5'd7;
		end
		else if (DEV1_req && MSR_EE) begin
			excepCode_in <= 5'd8;
		end
		else begin
			excepCode_in <= 5'd0;
		end
	end  
	reg [5-1:0] excepCode_r;
	always @(posedge clk) begin
		if (rst) begin
			excepCode_r <= 5'd0;
		end
		else if (ack) begin
			excepCode_r <= 5'd0;
		end
		else if (excepCode_r != 5'd0) begin
			excepCode_r <= excepCode_r;
		end
		else begin
			excepCode_r <= excepCode_in;
		end
	end  
	assign excepCode = excepCode_r;
	assign SC_ack = ack && (excepCode==5'd6);
	assign progErr_ack = ack && (excepCode==5'd9 || excepCode==5'd10 || excepCode==5'd11);
	assign DEV1_ack = ack && (excepCode==5'd8);
	assign DEV0_ack = ack && (excepCode==5'd7);
	assign DTLB_ack = ack && (excepCode==5'd4);
	assign ITLB_ack = ack && (excepCode==5'd3);
	assign ISI_ack  = ack && (excepCode==5'd2);
	assign DSI_ack  = ack && (excepCode==5'd1);
endmodule
module InterruptRegister (
	clk, rst,
	addr0, addr1, addr2,
	wd0, wd1, wd2,
	wr0, wr1, wr2,
	rd0, rd1, rd2,
	excepCode, intrEntryAddr
);
	input clk, rst;
	input [9:0] addr0, addr1, addr2;
	input [0:31] wd0, wd1, wd2;
	input wr0, wr1, wr2;
	output [0:31] rd0, rd1, rd2;
	input [5-1:0] excepCode;
	output [0:31] intrEntryAddr;
	reg [0:31] SRR0, SRR1, ESR, DEAR, IVPR;
	reg [0:31] IVOR[15:0];
	integer i;
	initial begin
		for (i=0; i<16; i=i+1)
			IVOR[i] = 0;
	end  
	wire [9:0] IVOR_addr0, IVOR_addr1, IVOR_addr2;
	assign IVOR_addr0 = addr0 - 10'd400;
	assign IVOR_addr1 = addr1 - 10'd400;
	assign IVOR_addr2 = addr2 - 10'd400;
	always @(posedge clk) begin
		if (rst) begin
			SRR0 <= 0;
			SRR1 <= 0;
			ESR <= 0;
			DEAR <= 0;
			IVPR <= 32'hffff_0000;
		end
		else begin
			if (wr0) begin
				if (addr0>=10'd400 && addr0<=10'd415) begin
					IVOR[IVOR_addr0[4:0]] <= wd0;
				end
				else begin
					case(addr0)
						10'd26: SRR0 <= wd0;
						10'd27: SRR1 <= wd0;
						10'd61: DEAR <= wd0;
						10'd63: IVPR <= wd0;
					endcase
				end
			end
			if (wr1) begin
				if (addr1>=10'd400 && addr1<=10'd415) begin
					IVOR[IVOR_addr1[4:0]] <= wd1;
				end
				else begin
					case(addr1)
						10'd26: SRR0 <= wd1;
						10'd27: SRR1 <= wd1;
						10'd61: DEAR <= wd1;
						10'd63: IVPR <= wd1;
					endcase
				end
			end
			if (wr2) begin
				if (addr2>=10'd400 && addr2<=10'd415) begin
					IVOR[IVOR_addr2[4:0]] <= wd2;
				end
				else begin
					case(addr1)
						10'd26: SRR0 <= wd2;
						10'd27: SRR1 <= wd2;
						10'd61: DEAR <= wd2;
						10'd63: IVPR <= wd2;
					endcase
				end
			end
		end
	end  
	always @(posedge clk) begin
		if (excepCode != 5'd0) begin
			case (excepCode)
				5'd1: ESR[8] <= 1;
				5'd2: ESR[8] <= 1;
				5'd11: ESR[4] <= 1;
				5'd9: ESR[6] <= 1;
				5'd10: ESR[5] <= 1;
			endcase
		end
		else if (wr0 && addr0==10'd62) begin
			ESR <= wd0;
		end
		else if (wr1 && addr1==10'd62) begin
			ESR <= wd1;
		end
		else if (wr2 && addr2==10'd62) begin
			ESR <= wd2;
		end
	end  
	reg [0:31] rd0_r;
	always @(addr0) begin
		if (addr0>=10'd400 && addr0<=10'd415) begin
			rd0_r = IVOR[IVOR_addr0[4:0]];
		end
		else begin
			case (addr0)
				10'd26: rd0_r = SRR0;
				10'd27: rd0_r = SRR1;
				10'd62: 	rd0_r = ESR;
				10'd61: rd0_r = DEAR;
				10'd63: rd0_r = IVPR;
				default:	rd0_r = 32'd0;
			endcase
		end
	end  
	assign rd0 = (wr0) ? wd0 : rd0_r;
	reg [0:31] rd1_r;
	always @(addr1) begin
		if (addr1>=10'd400 && addr1<=10'd415) begin
			rd1_r = IVOR[IVOR_addr1[4:0]];
		end
		else begin
			case (addr1)
				10'd26: rd1_r = SRR0;
				10'd27: rd1_r = SRR1;
				10'd62: 	rd1_r = ESR;
				10'd61: rd1_r = DEAR;
				10'd63: rd1_r = IVPR;
				default:	rd1_r = 32'd0;
			endcase
		end
	end  
	assign rd1 = (wr1) ? wd1 : rd1_r;
	reg [0:31] rd2_r;
	always @(addr2) begin
		if (addr2>=10'd400 && addr2<=10'd415) begin
			rd2_r = IVOR[IVOR_addr2[4:0]];
		end
		else begin
			case (addr2)
				10'd26: rd2_r = SRR0;
				10'd27: rd2_r = SRR1;
				10'd62: 	rd2_r = ESR;
				10'd61: rd2_r = DEAR;
				10'd63: rd2_r = IVPR;
				default:	rd2_r = 32'd0;
			endcase
		end
	end  
	assign rd2 = (wr2) ? wd2 : rd2_r;
	reg [0:31] intrEntryAddr;
	always @(excepCode) begin
		case(excepCode)
			5'd1: 	intrEntryAddr = {IVPR[0:15], IVOR[2][16:31]};
			5'd2: 	intrEntryAddr = {IVPR[0:15], IVOR[3][16:31]};
			5'd4: 	intrEntryAddr = {IVPR[0:15], IVOR[13][16:31]};
			5'd3: 	intrEntryAddr = {IVPR[0:15], IVOR[14][16:31]};
			5'd9: 	intrEntryAddr = {IVPR[0:15], IVOR[6][16:31]};
			5'd10: 	intrEntryAddr = {IVPR[0:15], IVOR[6][16:31]};
			5'd11: 	intrEntryAddr = {IVPR[0:15], IVOR[6][16:31]};
			5'd6:		intrEntryAddr = {IVPR[0:15], IVOR[8][16:31]};
			5'd7:	intrEntryAddr = {IVPR[0:15], IVOR[4][16:31]};
			5'd8:	intrEntryAddr = {IVPR[0:15], IVOR[5][16:31]};
			default:			intrEntryAddr = 32'hffff_ffff;
		endcase
	end  
endmodule
module InterruptSystem (
	clk, rst,
	addr0, addr1, addr2,
	wd0, wd1, wd2,
	wr0, wr1, wr2,
	rd0, rd1, rd2,
	excepCode, intrEntryAddr,
	DSI_req, ISI_req, ITLB_req, DTLB_req,
	DEV0_req, DEV1_req, progErr_req, SC_req,
	DSI_ack, ISI_ack, ITLB_ack, DTLB_ack,
	DEV0_ack, DEV1_ack, progErr_ack, SC_ack,
	ack, MSR, progErrCode
);
	input clk, rst;
	input [9:0] addr0, addr1, addr2;
	input [0:31] wd0, wd1, wd2;
	input wr0, wr1, wr2;
	output [0:31] rd0, rd1, rd2;
	output [5-1:0] excepCode;
	output [0:31] intrEntryAddr;
	input DSI_req;
	input ISI_req;
	input ITLB_req;
	input DTLB_req;
	input DEV0_req;
	input DEV1_req;
	input progErr_req;
	input SC_req;
	output SC_ack;
	output progErr_ack;
	output DEV1_ack;
	output DEV0_ack;
	output DTLB_ack;
	output ITLB_ack;
	output ISI_ack;
	output DSI_ack;
	input ack;
	input [0:31] MSR;
	input [2:0] progErrCode;
	wire MSR_EE;
	assign MSR_EE = MSR[16];
	InterruptEncoder U_InterruptEncoder (
		.DSI_req(DSI_req), 
		.ISI_req(ISI_req), 
		.ITLB_req(ITLB_req), 
		.DTLB_req(DTLB_req),
		.DEV0_req(DEV0_req), 
		.DEV1_req(DEV1_req), 
		.progErr_req(progErr_req), 
		.SC_req(SC_req),
		.DSI_ack(DSI_ack), 
		.ISI_ack(ISI_ack), 
		.ITLB_ack(ITLB_ack), 
		.DTLB_ack(DTLB_ack),
		.DEV0_ack(DEV0_ack), 
		.DEV1_ack(DEV1_ack), 
		.progErr_ack(progErr_ack), 
		.SC_ack(SC_ack),
		.ack(ack), 
		.MSR_EE(MSR_EE), 
		.progErrCode(progErrCode), 
		.excepCode(excepCode),
		.clk(clk), 
		.rst(rst)
);
	InterruptRegister U_InterruptRegister (
		.clk(clk), 
		.rst(rst),
		.addr0(addr0),
		.addr1(addr1),
		.addr2(addr2),
		.wd0(wd0),
		.wd1(wd1),
		.wd2(wd2),
		.wr0(wr0),
		.wr1(wr1),
		.wr2(wr2),
		.rd0(rd0),
		.rd1(rd1),
		.rd2(rd2),
		.excepCode(excepCode), 
		.intrEntryAddr(intrEntryAddr)
	);
endmodule
==> ./run.sh <==
#!/bin/bash
# OpenROAD 26Q1-2900-gdf79404cd8, Yosys 0.63+post, stock flow scripts
make -C /OpenROAD-flow-scripts/flow DESIGN_CONFIG=/design/flow/config.mk WORK_HOME=/design/flow/orfs finish
==> ci_impl_report.md <==
### Metrics collected by this job

| Metric | Value |
|---|---|
| Status | `finished with violations` |
| Failing checks | `capacitance limit, slew limit` |
| Number of buffers added on ports | `282` |
| Final setup viols | `0` |
| Min-Delay Path Depth | `2` |
| Hold Crit Class | `reg -> reg` |
| Total routed wirelength | `232 mm` |
| Post-synth cell types | `64` |
| Via density | `7.39` |
| Htree depth | `3` |
| Worst r2r src | `U_InterruptRegister.IVPR[22]$_SDFF_PP0_` |
| Layout area overhead | `13.4%` |
| Critical path arrival | `6.10 ns` |
| Minimum clock period | `7.92 ns` |
| Adder Share, Synth | `0` |
| DP Area | `53500 um^2` |
| Cells after DPL | `5892` |
| Clock Root Buffer | `clkbuf_16` |
| Maximum root-to-sink buffer count | `3` |
| Core area | `98300 um^2` |
| Flop2flop setup slack | `7.80 ns` |
| Critical path type | `in -> out` |
| Antenna-violating nets left | `0` |
| Maxcap violations | `1` |
| # fillers | `8002` |
| First-pass DRT Iterations | `9` |
| Synthesized instance count | `4736` |
| Placer Congestion | `1.07` |
| Worst hold start | `U_InterruptRegister.SRR1[21]$_SDFF_PP0_` |
| Synth Warn # | `66` |
| Yosys cell count | `4736` |
| Pwr per Cell Area | `135 nW/um^2` |
| Final setup skew | `0.00366 ns` |
| Count of library flops with an enable pin | `512` |
| Worst Hold Path EP | `U_InterruptRegister.SRR1[21]$_SDFF_PP0_` |
| Slew Viols, Final | `5` |
| Synth Seq Share | `0.364` |
| Row count | `115` |
| Reg-to-reg endpoint | `U_InterruptRegister.IVPR[22]$_SDFF_PP0_` |
| Mapped cell area | `49500 um^2` |
| Final Cycle Share | `0.871` |
| Worst reg2reg path depth | `5` |
| Worst VDD drop | `0.142 mV` |
| Leak | `16.6 nW` |
| Endpoints failing hold | `0` |
| Clock transition at the registers of the reported paths | `0.06 ns` |
| Crit start category | `input pin` |
| Critical path peak fanout | `18` |
| Chip width | `317 um` |
| Cell area after layout | `56100 um^2` |
| First-pass GRT wire length | `320 mm` |
| Post-synth ARST share | `0` |
| Vias in the first global route | `44237` |
| Syn_area_per_cell | `10.4 um^2` |
| Synth flops | `644` |
| Largest net degree at the start of global routing | `59` |
| Hold-fix buffers at CTS | `0` |
| Layout Cells excl Fill | `6053` |
| Antenna violations before repair | `15` |
| Clk sinks | `644` |
| Slew HR | `-0.0856` |
| Total power | `7.55 mW` |
| Cts bufs inserted | `79` |
| YS chip area | `49500 um^2` |
| Die area | `100000 um^2` |
| Top_reg_cell synth | `edfxtp_1` |
| Final TNS setup | `0 ns` |
| Yosys xor share | `0` |
| Ratio of cells with drive above 1 in the final layout | `0.188` |
| Post-CTS Setup Bufs | `0` |
| Ao+oa area frac | `0.183` |
| Tot GR Track Use | `0.494` |
| Die Y | `317 um` |
| Core Density at Floorplan | `0.503` |
| Worst Tran Pin Value | `1.61 ns` |
| Tool Warnings | `57` |
| Post_cts resized | `0` |
| DP HPWL | `140 mm` |
| Clk latency of the worst-skew pair | `0.66 ns` |
| Total gr overflow | `0` |
| Avg WL per Cell | `38.2 um` |
| CTS tree | `done` |
| Area fraction in mux cells | `0.310` |
| Vias after detailed routing | `44740` |
| Drt initial violations | `4713` |
| I/O Pins | `316` |
| Simple Share, Synth | `0.0829` |
| RSZ-0062 raised after global routing | `no` |
| Critical Path RT | `7.28 ns` |
| DRC violation count after routing | `0` |
| Logic family by area | `multiplexers` |
| Fmax achieved | `0.126 GHz` |
| Crit path capture type | `primary output` |
power by group:
part / switching, mW / leakage (nW) / internal [mW]
registers: 0.00500 / 5.66 / 3.18
logic: 0.670 / 9.64 / 0.460
clock network: 1.36 / 1.25 / 1.88
worst max-delay path: stages:
cell and delay, ns:
clkdlybuf4s50_1 0.85, and4_1 0.80, buf_4 0.30, and3_2 0.67
buf_4 0.42, a22oi_1 0.14, a41oi_1 0.50, clkdlybuf4s50_1 0.57
placed cells by master (no fill, tap or decap), types with 10 or more instances in the layout:
| cell type | Yosys | layout |
|---|---|---|
| edfxtp_1 | 512 | 512 |
| a221o_1 | 30 | 30 |
| clkinv_1 | 1 | 10 |
| clkbuf_1 | 450 | 28 |
| a2bb2oi_1 | 19 | 19 |
| o22ai_1 | 108 | 108 |
| nand2b_1 | 38 | 36 |
| o21ai_4 | 0 | 13 |
| nor4_2 | 3 | 15 |
| nor2_1 | 110 | 99 |
| mux4_2 | 384 | 384 |
| diode_2 | 0 | 14 |
| inv_1 | 32 | 31 |
| or3_1 | 11 | 11 |
| a31oi_1 | 16 | 16 |
| a22o_1 | 122 | 122 |
| a21oi_1 | 144 | 142 |
| clkdlybuf4s50_1 | 0 | 273 |
| and3_1 | 43 | 34 |
| o21ai_0 | 564 | 551 |
| o21ai_1 | 64 | 64 |
| mux2_2 | 34 | 34 |
| nor2_4 | 0 | 21 |
| dfxtp_1 | 132 | 132 |
| mux2i_1 | 632 | 632 |
| nand4_1 | 23 | 23 |
| a211oi_1 | 19 | 19 |
| nand3_1 | 22 | 21 |
| a221oi_1 | 46 | 46 |
| buf_4 | 43 | 248 |
| nand2_1 | 570 | 569 |
| a22oi_1 | 212 | 212 |
| clkinv_2 | 0 | 10 |
| a211o_1 | 18 | 18 |
| a41oi_1 | 32 | 32 |
| clkbuf_16 | 0 | 83 |
how the worst max path moves through the flow:
| stage | to | startpoint | slack [ns] |
|---|---|---|---|
| after CTS | rd0[1] | addr0[2] | 1.56 |
| after global routing | rd0[4] | addr0[2] | 1.19 |
| final | rd0[4] | addr0[2] | 1.18 |
kinds of logic after synthesis:
| logic type | after synthesis |
|---|---|
| other | 1 |
| DFF | 644 |
| and+or+nand+nor | 916 |
| AOI/OAI and AO/OA | 1431 |
| buffers and inverters | 694 |
| muxes | 1050 |
sequential cells by signal, summed over array words and instances (netlist names):
signal / count
U_InterruptRegister.IVOR: 512
U_InterruptRegister.DEAR: 32
U_InterruptRegister.IVPR: 32
U_InterruptRegister.SRR0: 32
U_InterruptRegister.SRR1: 32
U_InterruptEncoder.excepCode_r: 4
Yosys cell counts, types with 46 or more instances:
master    count  area, um^2
dfxtp_1     132        2640
a22o_1      122        1070
nor2_1      110         413
a221oi_1     46         403
a21oi_1     144         721
mux2i_1     632        6330
edfxtp_1    512       15400
o21ai_0     564        2820
mux4_2      384        8650
nand2_1     570        2140
clkbuf_1    450        1690
o22ai_1     108         676
a22oi_1     212        1590
o21ai_1      64         320
buf_2       135         676
cell type report:
class / instances / area, um^2 / area share
Sequential cell: 644 / 18000 / 0.321
Antenna cell: 14 / 35.0 / 0.000624
Timing Repair Buffer: 530 / 4700 / 0.0838
Clock inverter: 28 / 264 / 0.00470
Multi-Input combinational cell: 3398 / 29100 / 0.518
Tap cell: 1287 / 1610 / 0.0287
Clock buffer: 119 / 2290 / 0.0408
Inverter: 33 / 124 / 0.00221
metal layers:
layer | wire length (um) | up-vias | track usage
met1 | 72200 | 21061 | 0.576
met3 | 46700 | 1107 | 0.396
met4 | 17800 | 35 | 0.282
met5 | 836 | - | 0.0696
li1 | - | 18333 | -
met2 | 94100 | 4204 | 0.636
per-stage QoR:
stage          utilization  hold slack, ns  worst slack [ns]
2_1_floorplan            -           0.529              3.20
3_3_place_gp         0.545           0.560              1.59
3_5_place_dp         0.545           0.567              1.59
4_1_cts              0.571           0.573              1.56
5_1_grt              0.571           0.602              1.19
6_report             0.571           0.574              1.18
Power and IR drop assume default switching activity.
