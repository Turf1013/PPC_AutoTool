## flow/config.mk

```make
export PLATFORM = sky130hd
export DESIGN_NAME = CR
export DESIGN_NICKNAME = CR
export VERILOG_FILES = /design/flow/design.v
export SDC_FILE = /design/flow/constraint.sdc
export NUM_CORES = 4
export LEC_CHECK = 1
export CORE_AREA = 10 10 109 109
export DIE_AREA = 0 0 119 119
```

## flow/constraint.sdc

```tcl
current_design CR

set clk_period 1.1
set clk_io_pct 0.2

create_clock -name clk0 -period $clk_period [get_ports {clk}]

set non_clock_inputs [all_inputs -no_clocks]
set_input_delay [expr $clk_period * $clk_io_pct] -clock clk0 $non_clock_inputs
set_output_delay [expr $clk_period * $clk_io_pct] -clock clk0 [all_outputs]
```

## flow/design.v

```verilog
module CR_BE (
	Op, wr, addr, lsel, hsel, FXM
);
	input  [0:2-1]   Op;
	input					    wr;	
	input  [0:5-1]  	addr;
	input  [0:8-1] FXM;
	output [0:4-1] lsel;
	output [0:8-1] hsel;
	reg [0:4-1] lsel_r;
	reg [0:8-1] hsel_r;
	wire [0:4-1] lsel_tmp;
	wire [0:8-1] hsel_tmp;
	decoder2to4 U_decoder2to4(.din(addr[3:4]), .dout(lsel_tmp));
	decoder3to8 U_decoder3to8(.din(addr[0:2]), .dout(hsel_tmp));
	always @(*) begin
		if (wr) begin
			case (Op)
				2'd0: begin
					hsel_r = hsel_tmp;
					lsel_r = lsel_tmp;
				end
				2'd1: begin
					hsel_r = hsel_tmp;
					lsel_r = 4'hf;
				end
				2'd2: begin
					hsel_r = FXM;
					lsel_r = 4'hf;
				end
				default: begin
					hsel_r = 0;
					lsel_r = 0;
				end
			endcase
		end
		else begin
			hsel_r = 0;
			lsel_r = 0;
		end
	end  
	assign hsel = hsel_r;
	assign lsel = lsel_r;
endmodule
module CR_ALU (
	A, B, Op, C
);
	input 					  A;
	input 					  B;
	input [0:2-1] Op;
	output 					  C;
	reg C;
	always @(*) begin
		case (Op)
			2'd0: C = A & B;
			2'd2: C = ~(A | B);
			2'd1: C = A ^ B;
			default:	   C = 0;
		endcase
	end  
endmodule
module CR_Reg_4bit(
	clk, rst_n, hsel, lsel, d, q
);
	input 	 				    clk;
	input 	 				    rst_n;
	input					    hsel;	
	input  [0:4-1] lsel;
	input  [0:4-1] d;
	output [0:4-1] q;
	wire [0:4-1] wr;
	assign wr = lsel & {4{hsel}};
	FFW #(1, 0) U_FFW_0bit (
		.clk(clk), .rst_n(rst_n), .wr(wr[0]), .d(d[0]), .q(q[0])
	);
	FFW #(1, 0) U_FFW_1bit (
		.clk(clk), .rst_n(rst_n), .wr(wr[1]), .d(d[1]), .q(q[1])
	);
	FFW #(1, 0) U_FFW_2bit (
		.clk(clk), .rst_n(rst_n), .wr(wr[2]), .d(d[2]), .q(q[2])
	);
	FFW #(1, 0) U_FFW_3bit (
		.clk(clk), .rst_n(rst_n), .wr(wr[3]), .d(d[3]), .q(q[3])
	);
endmodule
module CR_Reg (
	clk, rst_n, hsel, lsel, din, dout
);
	input 					    clk;
	input 					    rst_n;
	input  [0:8-1] hsel;
	input  [0:4-1] lsel;
	input  [0:32-1]  	din;
	output [0:32-1]  	dout;
	CR_Reg_4bit U_CR0 (
		.clk(clk), .rst_n(rst_n), .hsel(hsel[7]), 
		.lsel(lsel), .d(din[0:3]), .q(dout[0:3])
	);
	CR_Reg_4bit U_CR1 (
		.clk(clk), .rst_n(rst_n), .hsel(hsel[6]), 
		.lsel(lsel), .d(din[4:7]), .q(dout[4:7])
	);
	CR_Reg_4bit U_CR2 (
		.clk(clk), .rst_n(rst_n), .hsel(hsel[5]), 
		.lsel(lsel), .d(din[8:11]), .q(dout[8:11])
	);
	CR_Reg_4bit U_CR3 (
		.clk(clk), .rst_n(rst_n), .hsel(hsel[4]), 
		.lsel(lsel), .d(din[12:15]), .q(dout[12:15])
	);
	CR_Reg_4bit U_CR4 (
		.clk(clk), .rst_n(rst_n), .hsel(hsel[3]), 
		.lsel(lsel), .d(din[16:19]), .q(dout[16:19])
	);
	CR_Reg_4bit U_CR5 (
		.clk(clk), .rst_n(rst_n), .hsel(hsel[2]), 
		.lsel(lsel), .d(din[20:23]), .q(dout[20:23])
	);
	CR_Reg_4bit U_CR6 (
		.clk(clk), .rst_n(rst_n), .hsel(hsel[1]), 
		.lsel(lsel), .d(din[24:27]), .q(dout[24:27])
	);
	CR_Reg_4bit U_CR7 (
		.clk(clk), .rst_n(rst_n), .hsel(hsel[0]), 
		.lsel(lsel), .d(din[28:31]), .q(dout[28:31])
	);
endmodule
module CR (
	clk, rst_n, CRWr, CR_BEOp, addr, CRWd, FXM, CR
);
	input 						clk;
	input 						rst_n;
	input 						CRWr;
	input  [0:2-1] CR_BEOp;
	input  [0:5-1]  	addr;	 
	input  [0:32-1]  	CRWd;
	input  [0:8-1] FXM;
	output [0:32-1]  	CR;
	wire [0:8-1] hsel;
	wire [0:4-1] lsel;
	CR_Reg U_CR_Reg (
		.clk(clk), .rst_n(rst_n), .hsel(hsel), 
		.lsel(lsel), .din(CRWd), .dout(CR)
	);
	CR_BE U_CR_BE (
		.Op(CR_BEOp), .wr(CRWr), .addr(addr),
		.lsel(lsel), .hsel(hsel), .FXM(FXM)
	);
endmodule
module FF (
	clk, rst_n, d, q
);
	parameter WIDTH = 8, RESET = 0;
	input              clk;
	input              rst_n;
	input  [0:WIDTH-1] d;
	output [0:WIDTH-1] q;
	reg [0:WIDTH-1] q_r;
	always @(posedge clk or negedge rst_n) begin
		if (!rst_n)
			q_r <= RESET;
		else
			q_r <= d;
	end  
	assign q = q_r;
endmodule
module FFW (
	clk, rst_n, wr, d, q
);
	parameter WIDTH = 8, RESET = 0;
	input              clk;
	input              rst_n;
	input			   wr;	
	input  [0:WIDTH-1] d;
	output [0:WIDTH-1] q;
	reg [0:WIDTH-1] q_r;
	always @(posedge clk or negedge rst_n) begin
		if (!rst_n)
			q_r <= RESET;
		else if (wr)
			q_r <= d;
	end  
	assign q = q_r;
endmodule
module decoder2to4 (
	din, dout
);
	input [0:1] din;
	output [0:3] dout;
	assign dout = (4'h1 << din);
endmodule
module decoder3to8 (
	din, dout
);
	input [0:2] din;
	output [0:7] dout;
	assign dout = (8'h1 << din);
endmodule
```

## flow/run.sh

```bash
#!/bin/bash
# OpenROAD 26Q1-2900-gdf79404cd8, Yosys 0.63+post, stock flow scripts
make -C /OpenROAD-flow-scripts/flow DESIGN_CONFIG=/design/flow/config.mk WORK_HOME=/design/flow/orfs finish
```

==> results.yml <==
# physical design summary
status:
  status: "finished with violations"
  violations: "negative setup slack"
worst_setup_path:
  required_ps: 1250
  worstRegToRegCells: 5
  crit_path_max_fanout: 7
  reg2reg_from: "U_CR_Reg.U_CR6.U_FFW_0bit.q_r"
  r2r_slack_ps: -90
  worst_r2r_endpoint: "U_CR_Reg.U_CR6.U_FFW_0bit.q_r"
  start_kind: "input port"
  path_cells: "buf_6 > buf_6 > inv_12 > ha_4 > buf_6 > or3b_4 > a22oi_2 > o311ai_2"
  cp_slowest_cell: "or3b_4"
  end_kind: "flip-flop"
  crit_type: "in -> reg"
  crit_path_frequent_cell: "buf_6"
  max_stage_delay_ps: 480
  worstPathArrival_ps: 1500
die:
  die_h_um: 119
  die_w_um: 119
  rows: 36
  chipArea_um2: 14160
  core_area_um2: 9639
  pin_count: 82
  fp_util_pct: 26.26
route:
  wl_mm: 9.152
  via_per_inst: 4.862
  drtIter0Drc: 160
  ant_nets: 0
  drtPass1Iterations: 4
  drc_errors: 0
  wire_per_inst_um: 17.04
  vias: 2611
power:
  vdd_drop_max_mv: 0.4975
  powerDensity_nw_per_um2: 864.2
  static-leakage-power_uw: 0.001721
timing:
  setup_tns_ps: -5836
  finalCriticalPeriod_ps: 1349
  slew_violations: 0
  hold-worst-slack_ps: 308.4
  fin_ws_ps: -249.0
  fmax_mhz: 741.3
  worst_pin_slew_ps: 416.0
  finalCritPeriodShare_pct: 122.6
  setup_viol: 32
  finClkSkew_ps: 0
  relSlewSlack_pct: 71.83
  grt_setup_unrepaired: "true"
  hold_viol_final: 0
place:
  place_hpwl_mm: 6.660
  dp_slack_ps: -951.2
  numPortBuffers: 81
  dp_cells: 513
  finalWeightedCongestion: 0.8624
clock_network:
  cts-buffers-inserted: 5
  cts_root_buf: "clkbuf_8"
  clk_pin_slew_ps: 70
  clock_sinks: 32
  cts_tree: "built"
  hold_buffers: 0
  worstSkewPairLatency_ps: 290
  clockBufferDepth: 2
  cts.htree.levels: 2
synthesis:
  syn_avg_cell_area_um2: 9.375
  yosys_warnings: 2
  synth_cell_types: 36
  synthCells: 270
  syn_area_um2: 2531
  ys_seq_share_pct: 31.64
  synth_chip_area_um2: 2531
  synth_flops: 32
  ys_cells: 270
cells_and_area:
  stdcell_count: 537
  fillers: 928
  comb_area_um2: 1742
  flop_area_um2: 800.8
  layout-drive-gt1-share_pct: 50.87
  area_delta_synth_final_pct: 76.87
global_route:
  grt_pass1_vias: 2592
  grt_pass1_wl_mm: 14.46
  antenna_found_initial: 1
  grt_overflow: 0
  grtUsageTotal_pct: 12.63
  grt_max_degree: 33
run:
  tool_warnings: 31
  drv_cap: 0
worst_hold_path:
  min_path_type: "in -> async"
==> kinds of logic (layout without fill, tap and decap cells) <==
family / Yosys count / in the layout / synth area share [%]
buf+inv: 79 / 212 / 17.89
simple gates: 49 / 49 / 12.06
compound gates: 102 / 102 / 34.65
other cells: 0 / 1 / 0
mux: 4 / 4 / 1.779
fa+ha+maj: 4 / 4 / 1.977
flops: 32 / 32 / 31.64
==> per-stage QoR <==
stage | instance area [um2] | total power, uW | util (%)
detailed placement | 4025 | 2693 | 41.76
CTS | 4454 | 3862 | 46.21
global route | 4477 | 4075 | 46.44
floorplan | 2756 | 2051 | -
finish | 4477 | 3869 | 46.44
global placement | 4025 | 2686 | 41.76
==> synthesized netlist by cell type <==
cell type   n  area share, %
buf_4      32            9.5
dfrtp_1    32             32
inv_1      30            4.4
nor2b_1    28            6.9
o311ai_1   27            9.3
a22oi_1    21            6.2
o211ai_1   20            5.9
buf_2      10            2.0
nand2_1     8            1.2
o311ai_0    8            2.8
a22oi_2     6            3.0
o21a_1      5            1.5
ha_1        4            2.0
mux2_1      4            1.8
o221ai_1    4            1.4
buf_6       3            1.3
nand2b_1    3           0.74
o21ai_2     3            1.0
buf_1       2           0.30
nand3b_1    2           0.59
o21ai_1     2           0.40
o31a_1      2           0.69
a22oi_4     1           0.84
and2_1      1           0.25
and2b_1     1           0.30
and3_2      1           0.30
and3b_1     1           0.35
and3b_2     1           0.40
clkbuf_1    1           0.15
clkbuf_2    1           0.20
nand3_1     1           0.20
nor3b_2     1           0.49
o2111a_2    1           0.49
o21bai_2    1           0.44
o311ai_2    1           0.64
or3b_1      1           0.35
==> area by class of cell <==
cell class / count / area share [%]
repair buffers: 175 / 34.21
flip-flops and latches: 32 / 17.89
inverters: 30 / 3.074
multi-input cells: 159 / 38.90
well taps: 133 / 3.717
clock buffers: 7 / 2.152
diodes: 1 / 0.05590
==> critical path, delay by kind of cell <==
family	cells	cell delay, ps
AND-OR/OR-AND	2	290
adder cells (fa/ha/maj)	1	140
buffers and inverters	4	370
AND/OR/NAND/NOR	1	480
==> worst max path at each step <==
| stage | cells past startpoint | start | slack, ps | to |
|---|---|---|---|---|
| CTS | 9 | CR_BEOp[1] | -250 | U_CR_Reg.U_CR0.U_FFW_3bit.q_r |
| finish | 8 | CR_BEOp[1] | -250 | U_CR_Reg.U_CR2.U_FFW_3bit.q_r |
| global route | 9 | CR_BEOp[1] | -300 | U_CR_Reg.U_CR6.U_FFW_3bit.q_r |
==> metal layers <==
layer	track usage (%)	up-vias	share of wire, %
li1	-	1259	-
met1	18.15	1259	46
met2	19.19	89	46
met3	3.981	4	8.4
met4	0.6870	0	0.36
met5	0	-	0
==> layout by cell type, fill, tap and decap left out, types with 2 or more instances in the layout <==
master | Yosys | layout
a22oi_1 | 21 | 5
a22oi_2 | 6 | 22
and3b_2 | 1 | 2
buf_12 | 0 | 8
buf_2 | 10 | 5
buf_4 | 32 | 75
buf_6 | 3 | 12
clkbuf_2 | 1 | 19
clkbuf_8 | 0 | 7
clkdlybuf4s15_1 | 0 | 9
clkdlybuf4s50_1 | 0 | 41
dfrtp_1 | 32 | 32
dlygate4sd2_1 | 0 | 6
ha_4 | 0 | 3
inv_1 | 30 | 28
inv_12 | 0 | 2
mux2_4 | 0 | 4
nand2_1 | 8 | 7
nand2b_2 | 0 | 2
nand3b_1 | 2 | 2
nor2b_1 | 28 | 28
o211ai_1 | 20 | 20
o21a_4 | 0 | 3
o21ai_2 | 3 | 2
o21ai_4 | 0 | 3
o221ai_2 | 0 | 3
o311ai_1 | 27 | 15
o311ai_2 | 1 | 16
o311ai_4 | 0 | 5
o31a_1 | 2 | 2
==> timing repair <==
item | 4_1_cts | 5_1_grt
buffers inserted | 18 | 4
gates resized | 132 | 41
setup endpoints to repair | 64 | 51
pin swaps | 16 | 15
cloned | 1 | 0
==> report_power, final <==
part / switching, uW / internal, uW / total [uW]
sequential: 50.9 / 1270 / 1320
combinational: 670 / 849 / 1520
clock: 475 / 558 / 1030
total: 1200 / 2670 / 3870
Power is estimated from default activity; no workload was simulated.
