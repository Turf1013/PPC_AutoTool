$ cat /design/flow/config.mk
export PLATFORM = sky130hd
export DESIGN_NAME = GPR
export DESIGN_NICKNAME = GPR
export VERILOG_FILES = /design/flow/design.v
export SDC_FILE = /design/flow/constraint.sdc
export NUM_CORES = 4
export LEC_CHECK = 1
export CORE_UTILIZATION = 40
$ cat /design/flow/constraint.sdc
current_design GPR

set clk_period 11.5
set clk_io_pct 0.2

create_clock -name clk0 -period $clk_period [get_ports {clk}]

set non_clock_inputs [all_inputs -no_clocks]
set_input_delay [expr $clk_period * $clk_io_pct] -clock clk0 $non_clock_inputs
set_output_delay [expr $clk_period * $clk_io_pct] -clock clk0 [all_outputs]
$ cat /design/flow/design.v
module GPR (
	clk, rst_n, GPRWr, raddr1, raddr2, raddr3,
	waddr1, GPRWd1, rd1, rd2, rd3,
);
	input 					  clk;
	input 					  rst_n;
	input					  GPRWr;			 
	input  [0:5-1]   raddr1, raddr2, raddr3;	 
	input  [0:5-1]   waddr1;				 
	input  [0:32-1] GPRWd1;			 
	output [0:32-1] rd1, rd2, rd3;	 
	reg [0:32-1] RF[32-1:0];
	integer i;
	always @(posedge clk or negedge rst_n) begin
		if (!rst_n) begin
			for (i=0; i<32; i=i+1)
				RF[i] <= 0;
		end
		else if (GPRWr) begin
			RF[waddr1] <= GPRWd1;
		end
	end  
	assign rd1 = RF[raddr1];
	assign rd2 = RF[raddr2];
	assign rd3 = RF[raddr3];
endmodule
$ cat /design/flow/run.sh
#!/bin/bash
# OpenROAD 26Q1-2900-gdf79404cd8, Yosys 0.63+post, stock flow scripts
make -C /OpenROAD-flow-scripts/flow DESIGN_CONFIG=/design/flow/config.mk WORK_HOME=/design/flow/orfs finish
==> run summary <==
Status = finished, final reports clean
CTS tree = built
WHS = 0.564 ns
WS Path Type = in -> out
Largest regs = RF x1024
Total Die Area = 146000 sq um
Yosys warns = 2
Post-Syn Area = 57700 sq um
First-pass GRT wire length = 554000 um
CTS buffer count = 119
Crit end category = primary output
Fraction of registers with async set/reset = 100%
Pin count of the biggest net entering global routing = 117
Fin Setup TNS = 0 ns
Final Hold Viols = 0
Core area = 143000 sq um
Crit path launch type = input pin
Final wirelength = 422000 um
Initial antenna violation count = 50
Max_cap viols = 0
Clk buf depth = 3
Worst VDD drop = 189 uV
TritonRoute pass-1 iters = 13
Drt wl/cell = 56.2 um
Final worst slack = 2.32 ns
Max reg flops = 1024
Vias in the first global route = 57300
Largest Register = RF
RSZ-0062 raised after global routing = false
Tool Warnings = 61
DRT iter0 DRCs = 9198
Pre-CTS setup slack = 2.67 ns
Synth top cell by count = a22oi_1
GRT Overall Usage = 59.6%
Slew @ Worst Pin = 1.18 ns
Root Buffer = clkbuf_16
Worst EP arrival = 6.88 ns
Final Skew = 0 ns
Die X = 382 um
Seq cells post-synth = 1024
GRT overflow = 0
Ys flop type = dfrtp_1
Minimum clock period = 9.18 ns
Cell total in the yosys stat output = 5392
Total chip power = 11.3 mW
Syn Inst Count = 5392
Max Fclk = 109 MHz
Total number of vias = 60500
Yosys top cell by area = dfrtp_1
DP Wirelength = 258000 um
# H-tree levels = 3
Die Y = 382 um
# resized after CTS = 0
Max-area cell share = 44.4%
DP Area = 62600 sq um
Max Fanout on Critical Path = 27
Setup Fix Bufs, Post-CTS = 0
Synth top cells by count = a22oi_1, mux2_2, dfrtp_1, nand2_1, clkbuf_1
P_leak = 28.2 nW
Port Buffers = 150
Initial Util = 40.2%
CTS Sinks = 1024
Area Overhead vs Synth = 15.6%
FP Rows = 139
Flip-flops with a built-in enable = 0
Post-route cell area = 66800 sq um
Final Wtd Congestion = 1.10
Via-per-instance ratio = 8.06
Unique masters post-synth = 69
DRC errors left = 0
Top cells by area = dfrtp_1, mux2_2, a22oi_1
CTS clk-pin slew, worst paths = 0.06 ns
Final Max Tran Viols = 0
Yosys stat area = 57700 sq um
Number of placed I/O pins = 151
Worst Hold Class = reg -> reg
Worst slew margin = 19.5%
Final period util = 79.8%
Share of layout cells above drive strength 1 = 31.2%
Late-Pin Clk Latency = 0.78 ns
Sequential share of the synthesized area = 44.4%
CP Data Required Time = 9.20 ns
Post-Syn Area per Cell = 10.7 sq um
Post-DRT Antenna Nets = 0
Hold buffer count at cts = 0
Power Density = 170 nW/um^2
# setup viols final = 0
[cell type report]
| cell class | instances | area, sq um |
|---|---|---|
| Fill cell | 13200 | 76700 |
| Multi-Input combinational cell | 3826 | 30400 |
| Sequential cell | 1024 | 25600 |
| Timing Repair Buffer | 482 | 4090 |
| Clock buffer | 160 | 3370 |
| Tap cell | 1903 | 2380 |
| Clock inverter | 60 | 738 |
| Antenna cell | 43 | 108 |
| Inverter | 5 | 18.8 |
[metrics by stage]
| step | instances | utilization (%) |
|---|---|---|
| detailed placement | 7240 | 43.6 |
| finish | 7503 | 46.5 |
| floorplan | 5392 | - |
| global route | 7468 | 46.5 |
| CTS | 7460 | 46.5 |
| global placement | 7240 | 43.6 |
[placed cells by master, fill, tap and decap left out, types with 11 or more instances in the layout]
cell type,netlist,final
nand2_1,386,373
nor4_1,60,58
nand2b_1,12,11
mux2_2,1045,1045
o21ai_0,30,30
a21oi_1,135,135
clkbuf_8,0,22
and3_1,17,17
diode_2,0,43
mux2i_1,36,36
clkbuf_1,237,18
and4_1,13,13
a22oi_1,1223,1223
nor3_1,87,83
buf_4,48,321
clkinv_2,0,22
dfrtp_1,1024,1024
nand3_1,66,66
bufinv_16,0,13
a22o_1,46,46
nor2_1,215,141
a2111oi_0,15,14
clkinvlp_4,0,12
clkbuf_16,0,120
a31oi_1,27,27
buf_12,0,11
nand3b_1,13,13
or3_1,12,12
o32a_1,15,15
clkdlybuf4s50_1,0,140
a221oi_1,28,28
a32oi_1,18,18
nor2_4,7,106
nor2b_1,24,22
a222oi_1,27,27
nand4_1,139,139
nand2_2,2,11
[report_power, final]
| group | internal, mW | switching, mW |
|---|---|---|
| clock | 2.35 | 1.72 |
| sequential | 4.30 | 1.14 |
| combinational | 0.892 | 0.929 |
| total | 7.54 | 3.78 |
[kinds of logic after synthesis]
| group | count (synthesis) | share of synthesized area (%) |
|---|---|---|
| mux | 1085 | 21.1 |
| simple gates | 1129 | 9.59 |
| flops | 1024 | 44.4 |
| buf+inv | 542 | 4.29 |
| compound gates | 1612 | 20.7 |
[worst max-delay path: stages]
cell	delay, ns
buf_2	0.34
buf_4	0.54
or3b_1	0.59
nor2_4	0.70
buf_4	0.83
a22oi_1	0.21
nand2_1	0.12
nor2_1	0.07
a31oi_1	0.45
clkdlybuf4s50_1	0.59
[worst paths after layout]
kind / from / slack [ns] / depth (start not counted) / to
worst max-delay path: raddr1[1] / 2.32 / 10 / rd1[11]
worst max register to register: RF[14][28]$_DFFE_PN0P_ / 10.34 / 1 / RF[14][28]$_DFFE_PN0P_
max in group asynchronous: rst_n / 7.52 / 4 / RF[2][5]$_DFFE_PN0P_
min in group asynchronous: rst_n / 1.47 / 1 / RF[3][20]$_DFFE_PN0P_
worst min-delay path: RF[0][23]$_DFFE_PN0P_ / 0.56 / 1 / RF[0][23]$_DFFE_PN0P_
worst min register to register: RF[0][23]$_DFFE_PN0P_ / 0.56 / 1 / RF[0][23]$_DFFE_PN0P_
[layer usage]
metal | wire, um | part of all wire [%] | track usage, %
met1 | 149000 | 35 | 73.8
met2 | 159000 | 38 | 73.6
met5 | 1460 | 0.34 | 7.57
met4 | 38000 | 9.0 | 39.2
met3 | 74100 | 18 | 40.9
Power figures rest on the tool's default switching activity, not on a simulated workload.
